`flow/config.mk`:
```
export PLATFORM = sky130hd
export DESIGN_NAME = top
export DESIGN_NICKNAME = top
export VERILOG_FILES = /design/flow/design.v
export SDC_FILE = /design/flow/constraint.sdc
export NUM_CORES = 4
export LEC_CHECK = 1
export CORE_UTILIZATION = 30
```
`flow/constraint.sdc`:
```
current_design top

set clk_period 7.1
set clk_io_pct 0.2

create_clock -name clk0 -period $clk_period [get_ports {i_clk}]

set non_clock_inputs [all_inputs -no_clocks]
set_input_delay [expr $clk_period * $clk_io_pct] -clock clk0 $non_clock_inputs
set_output_delay [expr $clk_period * $clk_io_pct] -clock clk0 [all_outputs]
```
`flow/design.v`:
```
module ALU(
	input logic[2:0] i_op,
	input logic[7:0] i_x,
	input logic[7:0] i_y,
	output wire[7:0] o_result
	);
	always_comb
	begin
		case(i_op)
			0: o_result = i_x + i_y;
			1: o_result = i_x - i_y;
			2: o_result = i_x & i_y;
			3: o_result = ~(i_x | i_y);
			4: o_result = i_x ^ i_y;
			5: o_result = i_x << i_y;
			6: o_result = i_x >> i_y;
			7: o_result = i_x >>> i_y;
		endcase
	end
endmodule
module debounce(
	input i_clk,
	input [WIDTH - 1:0] i_btn,
	output [WIDTH - 1:0] o_btn
	);
	parameter WIDTH = 1;
	parameter WAIT = 18;
	logic[WIDTH - 1:0] sync;
	logic[WIDTH - 1:0] cur_state;
	logic[WIDTH - 1:0] prev_state;
	logic[WAIT - 1:0] counter;
	logic[WIDTH - 1:0] debounced;
	always_ff @(posedge i_clk)
		{prev_state, cur_state, sync} <= {cur_state, sync, i_btn};
	always_ff @(posedge i_clk)
		if(counter == 0)
		begin
			debounced <= cur_state;
			counter <= ~0;
		end else
			counter <= counter - 1'b1;
	assign o_btn = debounced;
endmodule
module top(
	input i_clk,
	input [10:0] i_btn,
	output [11:0] o_led
	);
	typedef enum logic[2:0] {S_OP, S_REG_SEL, S_REG_EDIT, S_X_REG_SEL, S_Y_REG_SEL, S_RES_REG_SEL, S_RES} states;
	states state;
	logic[2:0] op;
	logic[7:0] x;
	logic[7:0] y;
	logic[7:0] res;
	logic[2:0] x_reg;
	logic[2:0] y_reg;
	logic[2:0] res_reg;
	logic[2:0] sel_reg;
	logic[7:0] reg0;
	logic[7:0] reg1;
	logic[7:0] reg2;
	logic[7:0] reg3;
	logic[7:0] reg4;
	logic[7:0] reg5;
	logic[7:0] reg6;
	logic[7:0] reg7;
	logic[10:0] prev_btn;
	logic[10:0] button_events;
	wire[10:0] btn_debounced;
	logic[11:0] led_state;
	debounce #(11) debouncer0(i_clk, i_btn, btn_debounced);
	ALU alu0(op, x, y, res);
	always_comb begin
		case(x_reg)
			0: x = reg0;
			1: x = reg1;
			2: x = reg2;
			3: x = reg3;
			4: x = reg4;
			5: x = reg5;
			6: x = reg6;
			7: x = reg7;
		endcase
		case(y_reg)
			0: y = reg0;
			1: y = reg1;
			2: y = reg2;
			3: y = reg3;
			4: y = reg4;
			5: y = reg5;
			6: y = reg6;
			7: y = reg7;
		endcase
	end
	always_ff @(posedge i_clk) begin
		button_events <= prev_btn & ~btn_debounced;
		prev_btn <= btn_debounced;
	end
	always_ff @(posedge i_clk)
	begin
		case(state)
			S_OP: begin
				op <= op ^ button_events[2:0];
				led_state <= {9'b0, op};
				if(button_events[8])
					state <= S_REG_SEL;
			end
			S_REG_SEL: begin
				sel_reg <= sel_reg ^ button_events[2:0];
				led_state <= {9'b000100000, sel_reg};
				if(button_events[8])
					state <= S_X_REG_SEL;
				if(button_events[9])
					state <= S_REG_EDIT;
			end
			S_REG_EDIT: begin
				case(sel_reg)
					0: {led_state[7:0], reg0} <= {2{reg0 ^ button_events[7:0]}};
					1: {led_state[7:0], reg1} <= {2{reg1 ^ button_events[7:0]}};
					2: {led_state[7:0], reg2} <= {2{reg2 ^ button_events[7:0]}};
					3: {led_state[7:0], reg3} <= {2{reg3 ^ button_events[7:0]}};
					4: {led_state[7:0], reg4} <= {2{reg4 ^ button_events[7:0]}};
					5: {led_state[7:0], reg5} <= {2{reg5 ^ button_events[7:0]}};
					6: {led_state[7:0], reg6} <= {2{reg6 ^ button_events[7:0]}};
					7: {led_state[7:0], reg7} <= {2{reg7 ^ button_events[7:0]}};
				endcase
				led_state[11:8] <= 4'b0010;
				if(button_events[9])
					state <= S_REG_SEL;
			end
			S_X_REG_SEL: begin
				x_reg <= x_reg ^ button_events[2:0];
				led_state <= {9'b001100000, x_reg};
				if(button_events[8])
					state <= S_Y_REG_SEL;
			end
			S_Y_REG_SEL: begin
				y_reg <= y_reg ^ button_events[2:0];
				led_state <= {9'b010000000, y_reg};
				if(button_events[8])
					state <= S_RES_REG_SEL;
			end
			S_RES_REG_SEL: begin
				res_reg <= res_reg ^ button_events[2:0];
				led_state <= {9'b010100000, res_reg};
				if(button_events[8])
					state <= S_RES;
			end
			S_RES: begin
				led_state <= {4'b0110, res};
				if(button_events[10]) begin
					case(res_reg)
						0: reg0 <= res;
						1: reg1 <= res;
						2: reg2 <= res;
						3: reg3 <= res;
						4: reg4 <= res;
						5: reg5 <= res;
						6: reg6 <= res;
						7: reg7 <= res;
					endcase
				end
				if(button_events[8])
					state <= S_OP;
			end
		endcase
	end
	assign o_led = {led_state[11:8], ~led_state[7:0]};
endmodule
```
`flow/run.sh`:
```
#!/bin/bash
# OpenROAD 26Q1-2900-gdf79404cd8, Yosys 0.63+post, stock flow scripts
make -C /OpenROAD-flow-scripts/flow DESIGN_CONFIG=/design/flow/config.mk WORK_HOME=/design/flow/orfs finish
```
==> impl_metrics.ini <==
; implementation run metrics
[status]
outcome = complete, no violations

[worst_setup_path]
worstPathRequired_ns = 7.24
worst-r2r-cell-count = 17
worstPathArrival_ns = 5.48
maximum_single_stage_delay_on_the_critical_path_ns = 0.65
cp_max_fo = 22
crit_type = flop to flop
cp-end-kind = flop
top_cell_family_by_delay_on_the_critical_path = simple AND/OR/NAND/NOR gates
cp_cell_sequence = buf_4 > or2_1 > o22ai_1 > a211oi_1 > or2_1 > inv_2 > nor2_1 > a21oi_1 > xnor2_1 > ha_1 > o211ai_1 > nand3_1 > a31oi_1 > xnor2_1 > nor4b_1 > nor4_4 > a22oi_1
worstPathBufferInverterCount = 2
timing.reg2reg.setup_slack_ns = 1.75
cp_max_delay_cell = edfxtp_1
worstSetupStartpointType = flop
r2r_start = y_reg[0]
r2r-end = reg3[7]

[routing]
vias = 7877
num_antenna_cells = 0
ant_nets = 0
drt-wirelength-per-cell_um = 19.7
starting_drt_drc_count = 663
vias_per_cell = 5.37
remaining_drc_errors = 0
routed_wirelength_um = 28800
dr.pass1.iters = 5

[sta]
max_freq_mhz = 187
final.setup_skew_ns = 0.0156
worstMarginPinSlew_ns = 0.935
max_slew_margin_pct = 37.3
final_min_period_over_clock_period_pct = 75.3
final.min_clock_period_ns = 5.35
rsz0062_at_grt = no
setup_viol = 0
final-hold-violation-count = 0
report.final.slew_viol_count = 0
timing.setup.tns_ns = 0

[global_route]
grt_overflow = 0
grt_start_max_net_pins = 58
first_global_vias = 7604
grt_use_total_pct = 17.1
grt_antenna_before_repair = 0
grt_first_pass_wirelength_um = 45200

[floorplan]
design.die.area_mm2 = 0.0355
core_util_floorplan_pct = 30.8
die_x_um = 188
placeable_core_region_mm2 = 0.0339
rows = 67
num_io_pins = 24
die-height_um = 188

[clocking]
cts.htree.levels = 4
clock_tree.buffer_depth = 2
clk_root_buffer_cell = clkbuf_16
clk_pin_slew_worst_setup_hold_paths_ns = 0.07
worst_skew_pair.late_latency_ns = 0.44
cts.sinks = 170
cts_inserted_buffers = 17
cts.repair_timing.setup_buffer_count = 0
tritoncts = yes
post_cts_hold_buffer_count = 0
post_cts_resized = 0

[logic_synthesis]
flip_flop_cell_with_the_highest_count_after_synthesis = edfxtp_1
area_leaders = edfxtp_1, dfxtp_1, xnor2_1
enable_flop_cells = 106
synth.most_common_cell = edfxtp_1
synth-async-reset-ratio_pct = 0
number_of_cells_in_yosys_stat = 1005
instance_tally_after_logic_synthesis = 1005
numSynthFlops = 170
synth_area_mm2 = 0.0104
synthTopCellsByCount = edfxtp_1, xnor2_1, nand2_1
yosys.cell_types.count = 93
synth-warning-count = 11
seq_area_frac_synth_pct = 42.8
synth_top_cell_by_area = edfxtp_1
synth_chip_area_mm2 = 0.0104
syn_area_per_cell_um2 = 10.4
top_cell_area_share_pct = 30.5

[hold_path]
worst_hold_startpoint = debouncer0.sync[6]
worstHoldEndpoint = debouncer0.cur_state[6]
timing.hold.worst_path_depth = 0
worstHoldPathType = flop to flop

[flow_run]
tool_warnings = 34
timing.max_cap.violations = 0

[place]
dp_hpwl_um = 20100
port-buffer-count = 22
gp_congestion = 0.997

[pwr]
p_leak_nw = 4.17
cellPowerDensity_mw_per_mm2 = 171
post-layout-total-power_w = 0.00199
peakVddDrop_mv = 0.154

[finish]
area.combinational_mm2 = 0.00546
post_synthesis_to_final_layout_area_growth_pct = 11.8
area.sequential_mm2 = 0.00446
nFillCells = 3398
largest_register_ff_count = 18
final_layout_size_suffix_gt1_share_pct = 11.6
max_flop_register = debouncer0.counter
## layout make-up
class | instances | share of cell area (%)
Multi-Input combinational cell | 725 | 46.8
Timing Repair Buffer | 49 | 3.63
Tap cell | 448 | 4.81
Clock buffer | 17 | 3.65
Sequential cell | 170 | 38.3
Inverter | 42 | 1.37
Clock inverter | 15 | 1.48
## worst max path at each step
stage | startpoint | endpoint | slack (ns) | cells past startpoint
finish | y_reg[0] | reg3[7] | 1.75 | 17
global route | y_reg[0] | reg4[7] | 1.31 | 17
CTS | y_reg[0] | reg7[7] | 1.85 | 17
## where the power goes
| group | switching, W | internal, W | total (W) | leakage, nW |
|---|---|---|---|---|
| Combinational | 0.000000600 | 0.00000517 | 0.00000577 | 2.33 |
| Sequential | 0.00000115 | 0.00104 | 0.00104 | 1.54 |
| Clock | 0.000437 | 0.000505 | 0.000943 | 0.296 |
| Total | 0.000439 | 0.00155 | 0.00199 | 4.17 |
## worst reg2reg max path: cells and delay by family, from the launching register on
kind / cells / cell delay, ns
AND/OR/NAND/NOR: 6 / 2.01
AND-OR/OR-AND: 6 / 0.97
buffers and inverters: 2 / 0.76
flip-flops: 1 / 0.65
adder cells (fa/ha/maj): 1 / 0.36
XOR/XNOR: 2 / 0.31
## per-stage QoR
stage                     area (µm²)  setup slack [ns]  std cells  util, %  hold WS, ns
final                          11700              1.75       1466     34.4        0.326
after global routing           11700              1.31       1466     34.4        0.335
after CTS                      11700              1.85       1466     34.4        0.329
after detailed placement       11100              1.89       1434     32.7        0.312
after global placement         11100              2.00       1434     32.7        0.311
after floorplan                10400              3.13       1005        -        0.310
## placed cells by master, fill, tap and decap left out, types with 25 or more instances in the layout
cell      count
edfxtp_1    106
ha_1         25
dfxtp_1      64
o21ai_0      37
nand3_1      25
xor2_1       36
nand2_1      69
buf_4        27
xnor2_1      70
o21ai_1      34
a21oi_1      39
mux2i_1      35
nor2_1       42
inv_1        35
## cell families after synthesis
group | Yosys count | synth area share (%)
muxes | 58 | 7.81
buffers and inverters | 110 | 4.93
xor gates and xnor gates | 106 | 8.90
AOI/OAI and AO/OA | 267 | 18.7
DFF | 170 | 42.8
adders and majority gates | 26 | 3.19
other | 1 | 0.0359
and+or+nand+nor | 267 | 13.7
## routing by layer
metal | up-vias | global-route usage [%] | wire (µm) | share of wire [%]
li1 | 3735 | - | - | -
met1 | 3794 | 25.3 | 12900 | 45
met2 | 304 | 25.2 | 12800 | 44
met3 | 44 | 5.15 | 2350 | 8.1
met4 | 0 | 4.31 | 805 | 2.8
met5 | - | 0 | 0 | 0
Power and IR drop assume default switching activity.
